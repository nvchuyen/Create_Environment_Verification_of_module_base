==> design/flow/design.v <==
module mul(
  input [3:0] a,b,
  output [7:0] y
);
  assign y = a * b;
endmodule
==> design/flow/run.sh <==
#!/bin/bash
# OpenROAD 26Q1-2900-gdf79404cd8, Yosys 0.63+post, stock flow scripts
make -C /OpenROAD-flow-scripts/flow DESIGN_CONFIG=/design/flow/config.mk WORK_HOME=/design/flow/orfs finish
==> design/flow/config.mk <==
export PLATFORM = sky130hd
export DESIGN_NAME = mul
export DESIGN_NICKNAME = mul
export VERILOG_FILES = /design/flow/design.v
export SDC_FILE = /design/flow/constraint.sdc
export NUM_CORES = 4
export LEC_CHECK = 1
export CORE_AREA = 10 10 70 70
export DIE_AREA = 0 0 80 80
==> design/flow/constraint.sdc <==
current_design mul

set clk_period 5.9
set clk_io_pct 0.2

create_clock -name clk0 -period $clk_period

set non_clock_inputs [all_inputs -no_clocks]
set_input_delay [expr $clk_period * $clk_io_pct] -clock clk0 $non_clock_inputs
set_output_delay [expr $clk_period * $clk_io_pct] -clock clk0 [all_outputs]
==> impl_results.html <==
<p>Metrics extracted from the flow reports.</p>
<table>
<tr><th>Metric</th><th>Value</th></tr>
<tr><th colspan="2">Routing</th></tr>
<tr><td>Antenna-violating nets left</td><td>0</td></tr>
<tr><td>Violation count after the first detailed-routing iteration</td><td>5</td></tr>
<tr><td>Via count of the routed design</td><td>408</td></tr>
<tr><td>Final antenna diode count</td><td>0</td></tr>
<tr><td>Post-detailed-routing wire length</td><td>973 um</td></tr>
<tr><td>Routed wire length per instance</td><td>8.611 um</td></tr>
<tr><td>Count of unresolved DRC violations after routing</td><td>0</td></tr>
<tr><td>Detailed Routing Iterations Pass 1</td><td>5</td></tr>
<tr><td>Number of vias per cell</td><td>3.611</td></tr>
<tr><th colspan="2">Hold path</th></tr>
<tr><td>Endpoint, Worst Hold</td><td>y[0]</td></tr>
<tr><td>Min-Delay Startpoint</td><td>a[0]</td></tr>
<tr><td>Worst min-delay path class</td><td>input pin to primary output</td></tr>
<tr><td>Number of cells on the worst hold path</td><td>3</td></tr>
<tr><th colspan="2">Die</th></tr>
<tr><td>Ports</td><td>16</td></tr>
<tr><td>Chip area</td><td>6400 sq um</td></tr>
<tr><td>Die X-Extent</td><td>80 um</td></tr>
<tr><td>Vertical extent of the die</td><td>80 um</td></tr>
<tr><td>FP Rows</td><td>21</td></tr>
<tr><td>Placeable core region</td><td>3416 sq um</td></tr>
<tr><td>Pre-placement core utilization</td><td>13.08%</td></tr>
<tr><th colspan="2">Setup path</th></tr>
<tr><td>Required time reported for the critical path endpoint</td><td>4720 ps</td></tr>
<tr><td>Critical Path End Type</td><td>primary output</td></tr>
<tr><td>Worst Path Class, Setup</td><td>input pin to primary output</td></tr>
<tr><td>CP Data Arrival Time</td><td>4420 ps</td></tr>
<tr><td>Maximum fanout along the worst path</td><td>4</td></tr>
<tr><td>CP Launch Type</td><td>input pin</td></tr>
<tr><th colspan="2">Final layout</th></tr>
<tr><td>FILL cells</td><td>398</td></tr>
<tr><td>Fin util</td><td>19.45%</td></tr>
<tr><td>Fraction of layout instances using a drive strength above 1</td><td>1.493%</td></tr>
<tr><td>Area growth from synthesis to layout</td><td>48.74%</td></tr>
<tr><td>Flip-flop and latch area</td><td>0 sq um</td></tr>
<tr><td>Layout clock buffer count</td><td>0</td></tr>
<tr><td>Sequential cell count</td><td>0</td></tr>
<tr><th colspan="2">Timing</th></tr>
<tr><td>Final Hold Fails</td><td>0</td></tr>
<tr><td>Normalized max-slew margin</td><td>80.90%</td></tr>
<tr><td>Final WS setup</td><td>304.2 ps</td></tr>
<tr><td>Final sum of negative setup slack</td><td>0 ps</td></tr>
<tr><td>Worst Max-Slew Pin Slew</td><td>284.9 ps</td></tr>
<tr><td>Portion of the clock cycle consumed by the worst path in the final layout</td><td>94.84%</td></tr>
<tr><td>Clock period minus worst slack</td><td>5596 ps</td></tr>
<tr><td>Worst Hold Slack</td><td>3367 ps</td></tr>
<tr><td>Number of setup violations in the final report</td><td>0</td></tr>
<tr><td>Achievable clock frequency</td><td>0.1787 GHz</td></tr>
<tr><td>Slew Limit Fails</td><td>0</td></tr>
<tr><td>Unrepaired setup endpoints after global routing</td><td>no</td></tr>
<tr><th colspan="2">Clocking</th></tr>
<tr><td>Number of buffers inserted to repair setup after CTS</td><td>0</td></tr>
<tr><td>Number of buffers inserted for hold repair after clock tree synthesis</td><td>0</td></tr>
<tr><td>Gates resized, CTS repair</td><td>0</td></tr>
<tr><th colspan="2">Run status</th></tr>
<tr><td>Outcome</td><td>finished, final reports clean</td></tr>
<tr><th colspan="2">Placed design</th></tr>
<tr><td>Post-DP HPWL</td><td>936.1 um</td></tr>
<tr><td>Setup Slack @ Placement</td><td>266.7 ps</td></tr>
<tr><td>Count of input and output buffers</td><td>16</td></tr>
<tr><td>Weighted congestion at the end of routability-driven global placement</td><td>0.8242</td></tr>
<tr><th colspan="2">GRT</th></tr>
<tr><td>Wire length of the first global-routing pass</td><td>1.807 mm</td></tr>
<tr><td>GR Util All Layers</td><td>3.269%</td></tr>
<tr><td>Global-route congestion overflow total</td><td>0</td></tr>
<tr><td>Maximum number of pins on one net before global-route repair</td><td>6</td></tr>
<tr><td>Via count of the first global-routing pass</td><td>414</td></tr>
<tr><td>Number of antenna violations at the first check in global routing</td><td>0</td></tr>
<tr><th colspan="2">Flow run</th></tr>
<tr><td>Log Warnings</td><td>32</td></tr>
<tr><td>Max_cap viols</td><td>0</td></tr>
<tr><th colspan="2">Synth</th></tr>
<tr><td>Synthesis warning total</td><td>0</td></tr>
<tr><td>Share of Yosys cell area claimed by the top area cell type</td><td>33.61%</td></tr>
<tr><td>Dominant cells by area after synthesis</td><td>sky130_fd_sc_hd__ha_1, sky130_fd_sc_hd__and2_1, sky130_fd_sc_hd__fa_1, sky130_fd_sc_hd__xnor2_1, sky130_fd_sc_hd__a21oi_1</td></tr>
<tr><td>Post-synth seq share</td><td>0%</td></tr>
<tr><td>Leading area contributor after synthesis</td><td>sky130_fd_sc_hd__ha_1</td></tr>
<tr><td>Mean area per synthesized cell</td><td>8.758 sq um</td></tr>
<tr><td>Number of cells in Yosys stat</td><td>51</td></tr>
<tr><td>Number of standard cells after synthesis</td><td>51</td></tr>
<tr><td>Number of distinct library cell variants in the gate-level netlist after synthesis</td><td>17</td></tr>
<tr><td>Mapped cell area</td><td>446.7 sq um</td></tr>
<tr><td>Post-synthesis chip area from yosys</td><td>446.7 sq um</td></tr>
<tr><th colspan="2">Pwr</th></tr>
<tr><td>Power density cells</td><td>96.08 nW/um^2</td></tr>
<tr><td>Worst vdd rail ir drop</td><td>0.03949 mV</td></tr>
<tr><td>Leakage power</td><td>0.3112 nW</td></tr>
</table>
cell families (layout without fill, tap and decap cells):
| logic type | count (synthesis) | count (layout) | synth area share, % |
|---|---|---|---|
| AOI/OAI and AO/OA | 9 | 9 | 13.45 |
| xor gates and xnor gates | 3 | 3 | 5.883 |
| adders and majority gates | 16 | 16 | 51.54 |
| buffers and inverters | 3 | 19 | 2.521 |
| and+or+nand+nor | 20 | 20 | 26.61 |
routing by layer:
metal,GRT usage (%),up-vias,routed length (um)
met5,0,-,0
met4,0,0,0
met3,1.023,0,71
met2,4.896,10,405
met1,4.736,185,496
li1,-,213,-
critical path, stage by stage:
cell	delay, ps
sky130_fd_sc_hd__clkdlybuf4s50_1	520
sky130_fd_sc_hd__nand2_1	90
sky130_fd_sc_hd__fa_1	530
sky130_fd_sc_hd__inv_1	50
sky130_fd_sc_hd__fa_1	530
sky130_fd_sc_hd__ha_1	320
sky130_fd_sc_hd__a211oi_1	80
sky130_fd_sc_hd__or4b_1	500
sky130_fd_sc_hd__o2111ai_1	100
sky130_fd_sc_hd__clkdlybuf4s50_1	500
layout make-up:
class / instances / area [sq um] / share of cell area, %
multi-input combinational: 48 / 435.4 / 65.54
tap: 46 / 57.56 / 8.663
timing repair buffer: 16 / 160.2 / 24.11
inverter: 3 / 11.26 / 1.695
how the worst max path moves through the flow:
| stage | cells after the start | end | slack [ps] | start |
|---|---|---|---|---|
| finish | 10 | y[7] | 300 | b[3] |
| CTS | 10 | y[7] | 270 | b[3] |
| global route | 10 | y[7] | 90 | b[3] |
cells in the final DEF (no fill, tap or decap):
cell type and count:
sky130_fd_sc_hd__o2111ai_1 1, sky130_fd_sc_hd__xor2_1 1, sky130_fd_sc_hd__nor2_1 2, sky130_fd_sc_hd__fa_1 4, sky130_fd_sc_hd__o21ai_1 1, sky130_fd_sc_hd__and2_1 13, sky130_fd_sc_hd__nand2_1 3, sky130_fd_sc_hd__or4b_1 1
sky130_fd_sc_hd__a21oi_1 3, sky130_fd_sc_hd__inv_1 3, sky130_fd_sc_hd__o211ai_1 1, sky130_fd_sc_hd__a21o_2 1, sky130_fd_sc_hd__clkdlybuf4s50_1 16, sky130_fd_sc_hd__a21o_1 1, sky130_fd_sc_hd__ha_1 12, sky130_fd_sc_hd__xnor2_1 2
sky130_fd_sc_hd__and3b_1 1, sky130_fd_sc_hd__a211oi_1 1
metrics by stage:
step	cells	power, mW	cell area, sq um
after detailed placement	113	0.06527	664.4
after floorplan	51	0.02945	446.7
after CTS	113	0.06598	664.4
after global routing	113	0.07374	664.4
after global placement	113	0.06573	664.4
final	113	0.06384	664.4
report_power, final:
part           internal [mW]  switching [mW]
sequential                 0               0
clock                      0               0
combinational         0.0399          0.0240
synth_stat cells:
| master | count |
|---|---|
| sky130_fd_sc_hd__o211ai_1 | 1 |
| sky130_fd_sc_hd__a21o_2 | 1 |
| sky130_fd_sc_hd__xor2_1 | 1 |
| sky130_fd_sc_hd__and2_1 | 13 |
| sky130_fd_sc_hd__ha_1 | 12 |
| sky130_fd_sc_hd__a211oi_1 | 1 |
| sky130_fd_sc_hd__nand2_1 | 3 |
| sky130_fd_sc_hd__xnor2_1 | 2 |
| sky130_fd_sc_hd__a21oi_1 | 3 |
| sky130_fd_sc_hd__and3b_1 | 1 |
| sky130_fd_sc_hd__a21o_1 | 1 |
| sky130_fd_sc_hd__fa_1 | 4 |
| sky130_fd_sc_hd__o2111ai_1 | 1 |
| sky130_fd_sc_hd__nor2_1 | 2 |
| sky130_fd_sc_hd__o21ai_1 | 1 |
| sky130_fd_sc_hd__inv_1 | 3 |
| sky130_fd_sc_hd__or4b_1 | 1 |
Power is estimated from default activity; no workload was simulated.
